==> flow/design.v <==
module UartTN # (
	parameter		    TICK_US = 40		
) (
	input	reg			nreset,
	input	reg			clk,
	input	reg			uart_rx,
	output	reg			uart_tx,
	input	wire		memory_empty,		
	output	reg			store_memory_s,
	input	reg[23:0]	stored_data
);
	function bit getEvenParity(input bit[7:0] dt);
		getEvenParity = (1'( 4'(dt[7]+dt[6]+dt[5]+dt[4]+dt[3]+dt[2]+dt[1]+dt[0]) & 4'b0001));
	endfunction
    shortint unsigned tx_clk_cnt;
	reg[23:0]	send_data;
	reg[7:0]	byte_data[3];
	reg			even_parity[3];
	reg[4:0]	send_bit_index;
	always_comb begin
		byte_data[0][7:0] <= send_data[23:16];
		byte_data[1][7:0] <= send_data[15:8];
		byte_data[2][7:0] <= send_data[7:0];
		even_parity[0] <= getEvenParity(send_data[23:16]);
		even_parity[1] <= getEvenParity(send_data[15:8]);
		even_parity[2] <= getEvenParity(send_data[7:0]);
	end
	enum bit[3:0] { 
		UART_TX_INIT,			 
		UART_TX_IDLE,			 
		UART_TX_STORE_MEM_1,	 
		UART_TX_STORE_MEM_2,	 
		UART_TX_STARTBIT,		 
		UART_TX_DATA_1,			 
		UART_TX_DATA_2,			 
		UART_TX_PARITYBIT,		 
		UART_TX_STOP,			 
		UART_TX_BYTEEND			 
	} send_tx_phase;
	always_ff @ (negedge nreset, posedge clk) begin
		if( !nreset ) begin	
			tx_clk_cnt <= 16'd0;
			send_tx_phase <= UART_TX_INIT;
		end
		else begin
			case(send_tx_phase)
				UART_TX_INIT: begin
					if( tx_clk_cnt == TICK_US*10  ) begin
						tx_clk_cnt <= 16'd0;
						send_tx_phase <= UART_TX_IDLE;
					end else begin
						tx_clk_cnt <= tx_clk_cnt + 16'd1;
						uart_tx <= 1'b1;	 
					end
				end
				UART_TX_IDLE: begin
					if( memory_empty ) begin
						uart_tx <= 1'b1;	 
					end else begin
						send_tx_phase <= UART_TX_STORE_MEM_1;
					end
				end
				UART_TX_STORE_MEM_1: begin
					store_memory_s <= 1'b1;
					send_tx_phase <= UART_TX_STORE_MEM_2;
				end
				UART_TX_STORE_MEM_2: begin
					store_memory_s <= 1'b0;
					send_data <= stored_data;
					send_bit_index <= 5'd0;
					tx_clk_cnt <= 16'd0;
					send_tx_phase <= UART_TX_STARTBIT;
				end
				UART_TX_STARTBIT: begin
					if( tx_clk_cnt == TICK_US*1  ) begin
						tx_clk_cnt <= 16'd0;
						send_tx_phase <= UART_TX_DATA_1;
					end else begin
						tx_clk_cnt <= tx_clk_cnt + 16'd1;
						uart_tx <= 1'b0;	 
					end
				end
				UART_TX_DATA_1: begin
					if( tx_clk_cnt == TICK_US*1  ) begin
						tx_clk_cnt <= 16'd0; 
						send_tx_phase <= UART_TX_DATA_2;
					end else begin
						tx_clk_cnt <= tx_clk_cnt + 16'd1;
						uart_tx <= byte_data[send_bit_index[4:3]][send_bit_index[2:0]];
					end
				end
				UART_TX_DATA_2: begin
					if( send_bit_index[2:0] == 3'b111 ) begin
						send_tx_phase <= UART_TX_STOP;
					end else begin
						send_bit_index <= send_bit_index + 5'd1;
						send_tx_phase <= UART_TX_DATA_1;
					end
				end
				UART_TX_PARITYBIT: begin
					if( tx_clk_cnt == TICK_US*1  ) begin
						tx_clk_cnt <= 16'd0;
						send_tx_phase <= UART_TX_STOP;
					end else begin
						uart_tx <= even_parity[send_bit_index[4:3]];
						tx_clk_cnt <= tx_clk_cnt + 16'd1;
					end
				end
				UART_TX_STOP: begin
					if( tx_clk_cnt == TICK_US*1  ) begin
						tx_clk_cnt <= 16'd0;
						send_bit_index <= send_bit_index + 5'd1;
						send_tx_phase <= UART_TX_BYTEEND;
					end else begin
						tx_clk_cnt <= tx_clk_cnt + 16'd1;
						uart_tx <= 1'b1;	 
					end
				end
				UART_TX_BYTEEND: begin
					if( send_bit_index[4:3] == 2'd3 ) begin
						send_tx_phase <= UART_TX_IDLE;
					end else begin
						send_tx_phase <= UART_TX_STARTBIT;
					end
				end
			endcase
		end
	end
endmodule
==> flow/run.sh <==
#!/bin/bash
# OpenROAD 26Q1-2900-gdf79404cd8, Yosys 0.63+post, stock flow scripts
make -C /OpenROAD-flow-scripts/flow DESIGN_CONFIG=/design/flow/config.mk WORK_HOME=/design/flow/orfs finish
==> flow/config.mk <==
export PLATFORM = sky130hd
export DESIGN_NAME = UartTN
export DESIGN_NICKNAME = UartTN
export VERILOG_FILES = /design/flow/design.v
export SDC_FILE = /design/flow/constraint.sdc
export NUM_CORES = 4
export LEC_CHECK = 1
export CORE_UTILIZATION = 30
==> flow/constraint.sdc <==
current_design UartTN

set clk_period 3.2
set clk_io_pct 0.2

create_clock -name clk0 -period $clk_period [get_ports {clk}]

set non_clock_inputs [all_inputs -no_clocks]
set_input_delay [expr $clk_period * $clk_io_pct] -clock clk0 $non_clock_inputs
set_output_delay [expr $clk_period * $clk_io_pct] -clock clk0 [all_outputs]
==> impl_metrics.tcl <==
# place-and-route summary
set metrics [dict create \
    p_leak_nw 1.18 \
    synth-compound-area-share_pct 16.8 \
    area_leaders "edfxtp_1, dfrtp_1, ha_1, xor2_1, a21oi_1" \
    finalSetupViolCount 0 \
    vias 1868 \
    critPathLaunchType "register" \
    gr-usage-all-layers_pct 11.4 \
    numSynthFlops 56 \
    fp.dieH_um 97.6 \
    ys_sh_adder_pct 3.65 \
    cts-resized-gates 0 \
    dr.pass1.iters 21 \
    crit_path_max_incr_delay_ps 540 \
    warnings 30 \
    use_met3_pct 2.71 \
    cts_tree "built" \
    dr.first_iter.drc_count 53 \
    worst_clock_skew_ps 6.60 \
    yosys_warnings 3 \
    use_met2_pct 16.5 \
    busiest_layer "met1" \
    ys_cells 226 \
    root_buffer "clkbuf_8" \
    r2r_cells 6 \
    rows 34 \
    crit_chain "inv_1 -> ha_1 -> nor4b_2 -> and3_1 -> a21o_1 -> a211oi_1" \
    min-delay-start "send_tx_phase[3]$_DFF_PN0_" \
    path_clk_slew_ps 90 \
    logic_family "AND-OR/OR-AND gates" \
    status "finished clean" \
    fp_util_pct 31.1 \
    cts_inserted_buffers 5 \
    netlist_area_sq_um 2740 \
    yosys_area_sq_um 2740 \
    first_global_vias 1781 \
    vdd_drop_max_mv 0.194 \
    fin_crit_sh_pct 71.1 \
    gr-usage-met1_pct 18.9 \
    area_growth_pct 17.7 \
    synth.distinct_cells 53 \
    cts_setup_buffers 0 \
    end_kind "register" \
    cts_sinks 56 \
    cp.required_ps 3230 \
    die_area_sq_um 9530 \
    reg2reg_to "uart_tx$_DFFE_PP_" \
    rsz0062_at_grt "false" \
    antenna_cells 0 \
    antenna_found_initial 0 \
    fin_crit_ps 2280 \
    critPathArrivalTime_ps 2310 \
    place_congestion 0.814 \
    ys_sh_simple_pct 14.6 \
    xor_area_share_pct 3.51 \
    die_w_um 97.6 \
    io_buffer_count 28 \
    drtAntennaViolNets 0 \
    wl_per_cell_um 13.8 \
    wl_um 5020 \
    cts_hold_buf 0 \
    hold_viol 0 \
    clk_latency_ps 300 \
    grt_max_degree 25 \
    ff_type "edfxtp_1" \
    async_reset_ff_share_pct 44.6 \
    max_freq_ghz 0.439 \
    hpwlAfterDp_um 3630 \
    hold_class "reg -> reg" \
    critPathLaunch "tx_clk_cnt[0]$_DFFE_PN0P_" \
    top_cell_area_share_pct 33.9 \
    grt_first_pass_wirelength_um 8670 \
    relSlewSlack_pct 48.8 \
    syn_inst 226 \
    max_cap_viol_count 0 \
    grt_remaining_overflow 0 \
    crit_fanout 17 \
    cts_max_level 2 \
    synth_seq_share_pct 56.8 \
    drcViolationCount 0 \
    worst_pin_slew_ps 761 \
    core-area_sq_um 8810 \
    fin_util_pct 36.7 \
    cp_slowest_cell "a21o_1" \
    ys_sh_mux_pct 1.14 \
    yosysTopAreaCell "edfxtp_1" \
    clockBufferDepth 2 \
    drive_gt1_share_pct 9.41 \
    syn-mean-instance-area_sq_um 12.1 \
    r2r_start "tx_clk_cnt[0]$_DFFE_PN0P_" \
    cp-endpoint "uart_tx$_DFFE_PP_" \
    slew_viol_final 0 \
    edf_count 31 \
    pwr_density_cell_nw_per_um2 448 \
    fill_cells 871 \
    crit_type "reg -> reg" \
    setup_tns_ps 0 \
    viasPerCell 5.15 \
    ioPinCount 30 \
    regToRegSetupSlack_ps 920 \
]
[layer usage]
| layer | vias up | share of wire, % |
|---|---|---|
| met3 | 2 | 6.0 |
| met5 | - | 0 |
| met2 | 44 | 44 |
| met4 | 0 | 0.64 |
| met1 | 901 | 50 |
| li1 | 921 | - |
[Yosys cell counts, types with 2 or more instances]
| master | instances |
|---|---|
| a221o_1 | 2 |
| nor3_1 | 2 |
| o211ai_1 | 5 |
| xnor2_1 | 2 |
| ha_1 | 8 |
| nor4_1 | 2 |
| o21ai_0 | 9 |
| buf_6 | 2 |
| a22oi_1 | 8 |
| dfrtp_1 | 24 |
| nand2b_1 | 3 |
| and3_1 | 3 |
| a21o_1 | 3 |
| inv_1 | 8 |
| and4_1 | 3 |
| nor2_1 | 11 |
| clkbuf_1 | 4 |
| xor2_1 | 9 |
| buf_2 | 2 |
| o31ai_1 | 3 |
| nand3_1 | 9 |
| or3_1 | 4 |
| mux2i_1 | 2 |
| nand4_1 | 3 |
| nand2_1 | 9 |
| or4_4 | 2 |
| a31oi_1 | 2 |
| a22oi_2 | 2 |
| o2111ai_1 | 4 |
| a221oi_1 | 3 |
| buf_4 | 2 |
| edfxtp_1 | 31 |
| and2_1 | 5 |
| nor2b_1 | 4 |
| a211oi_1 | 2 |
| a21oi_1 | 12 |
[flip-flops by register name (all words and copies together), names as in the netlist]
name	count
uart_tx	1
send_data	24
send_tx_phase	9
tx_clk_cnt	16
store_memory_s	1
send_bit_index	5
[per-stage QoR]
stage | hold slack [ps] | area [sq um] | std cells | setup slack, ps | power (mW)
detailed placement | 365 | 3120 | 355 | 949 | 1.02
finish | 384 | 3230 | 363 | 924 | 1.45
global route | 406 | 3230 | 363 | 780 | 1.52
floorplan | 344 | 2740 | 226 | 1060 | 0.951
CTS | 385 | 3230 | 363 | 918 | 1.47
global placement | 358 | 3120 | 355 | 962 | 1.02
[cells by family (layout without fill, tap and decap cells)]
| family | count (synthesis) | count (layout) |
|---|---|---|
| AOI/OAI and AO/OA | 62 | 62 |
| xor gates and xnor gates | 11 | 11 |
| adders and majority gates | 8 | 8 |
| buffers and inverters | 19 | 48 |
| DFF | 56 | 56 |
| muxes | 3 | 3 |
| and+or+nand+nor | 67 | 67 |
[cell usage in the layout (no fill, tap or decap), types with 4 or more instances in the layout]
cell type / n
clkbuf_8: 5
nand2_1: 9
nor2b_1: 4
dfrtp_1: 24
or3_1: 4
clkdlybuf4s50_1: 28
ha_1: 8
inv_1: 8
a22oi_1: 8
o211ai_1: 5
nand3_1: 9
a21oi_1: 12
nor2_1: 11
o2111ai_1: 4
xor2_1: 9
buf_4: 4
o21ai_0: 9
edfxtp_1: 31
and2_1: 5
[where the power goes]
part / switching, mW / internal [mW]
clock: 0.212 / 0.232
combinational: 0.0859 / 0.0842
sequential: 0.0463 / 0.784
total: 0.345 / 1.10
[how the worst min path moves through the flow]
stage | slack (ps) | end | cells after the start
CTS | 390 | send_tx_phase[8]$_DFF_PN0_ | 0
global route | 410 | send_tx_phase[8]$_DFF_PN0_ | 0
finish | 380 | send_tx_phase[8]$_DFF_PN0_ | 0
[layout make-up]
class | count | area, sq um | area share, %
tap | 108 | 135 | 4.19
inverter | 8 | 30.0 | 0.930
sequential | 56 | 1560 | 48.3
clock inverter | 2 | 35.0 | 1.09
timing repair buffer | 32 | 310 | 9.61
multi-input combinational | 151 | 1090 | 33.7
clock buffer | 6 | 72.6 | 2.25
[critical path, delay by kind of cell (launching register included)]
family | cells | cell delay (ps)
buffers and inverters | 1 | 110
AND/OR/NAND/NOR | 2 | 590
adder cells (fa/ha/maj) | 1 | 170
flip-flops | 1 | 440
AND-OR/OR-AND | 2 | 700
Power and IR drop assume default switching activity.
